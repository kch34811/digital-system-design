`/design/flow/run.sh`:
```
#!/bin/bash
# OpenROAD 26Q1-2900-gdf79404cd8, Yosys 0.63+post, stock flow scripts
make -C /OpenROAD-flow-scripts/flow DESIGN_CONFIG=/design/flow/config.mk WORK_HOME=/design/flow/orfs finish
```
`/design/flow/config.mk`:
```
export PLATFORM = sky130hd
export DESIGN_NAME = lab4_3
export DESIGN_NICKNAME = lab4_3
export VERILOG_FILES = /design/flow/design.v
export SDC_FILE = /design/flow/constraint.sdc
export NUM_CORES = 4
export LEC_CHECK = 1
export CORE_AREA = 10 10 70 70
export DIE_AREA = 0 0 80 80
```
`/design/flow/constraint.sdc`:
```
current_design lab4_3

set clk_period 6.4
set clk_io_pct 0.2

create_clock -name clk0 -period $clk_period

set non_clock_inputs [all_inputs -no_clocks]
set_input_delay [expr $clk_period * $clk_io_pct] -clock clk0 $non_clock_inputs
set_output_delay [expr $clk_period * $clk_io_pct] -clock clk0 [all_outputs]
```
`/design/flow/design.v`:
```
module halfAdder(
    input in_a,
    input in_b,
    output out_s,
    output out_c
    );
    xor(out_s, in_a, in_b);
    and(out_c, in_a, in_b);
endmodule
module fullAdder(
    input in_a,
    input in_b,
    input in_c,
    output out_s,
    output out_c
    );
    wire tmp_s, tmp_c, tmp;
    halfAdder hA1(in_a, in_b, tmp_s, tmp_c);
    halfAdder hA2(tmp_s, in_c, out_s, tmp);
    or(out_c, tmp, tmp_c);
endmodule
module lab4_2(
    input [4:0] in_a,
    input [4:0] in_b,
    input in_c,
    output [4:0] out_s,
    output out_c
    );
    wire temp[3:0];
    fullAdder fA1(in_a[0],in_b[0],in_c,out_s[0],temp[0]);
    fullAdder fA2(in_a[1],in_b[1],temp[0],out_s[1],temp[1]);
    fullAdder fA3(in_a[2],in_b[2],temp[1],out_s[2],temp[2]);
    fullAdder fA4(in_a[3],in_b[3],temp[2],out_s[3],temp[3]);
    fullAdder fA5(in_a[4],in_b[4],temp[3],out_s[4],out_c);
endmodule
module lab4_3(
    input [4:0] in_a,
    input [4:0] in_b,
    input in_c,
    output [4:0] out_s,
    output out_c
    );
    lab4_2 RS(in_a,~in_b,in_c,out_s,out_c);
endmodule
```
==> flow_metrics.py <==
# Synthesis and PnR figures
metrics = {
    "drt": {
        "drcViolationCount": 0,
        "antennaDiodeCount": 0,
        "wl_um": 559,
        "drt.antenna.violating_nets": 0,
        "viasPerCell": 1.924,
        "routedWlPerCell_um": 7.076,
        "drt-pass1-iter-count": 1,
        "drt-initial-drc-count": 0,
        "via_count": 152,
    },
    "sta": {
        "fin_crit_ns": 5.552,
        "layout_setup_ws_ns": 0.8480,
        "rsz0062_at_grt": "false",
        "fin_setup_tns_ns": 0,
        "hold_viol": 0,
        "finalSetupViolCount": 0,
        "post-route-period-util_pct": 86.75,
        "fmax_ghz": 0.1801,
        "finalMaxSlewViolations": 0,
        "tightest_slew_ns": 0.09721,
        "slew-limit-headroom_pct": 93.50,
    },
    "floorplanning": {
        "coreArea_mm2": 0.003416,
        "rows": 21,
        "dieHeight_um": 80,
        "ios": 17,
        "dieArea_mm2": 0.006400,
        "fp_util_pct": 5.238,
        "die_w_um": 80,
    },
    "placed_design": {
        "routabilityCongestion": 0.8068,
        "numPortBuffers": 17,
        "dp_slack_ns": 0.8203,
        "placed_cells": 79,
        "dp_hpwl_um": 581.1,
    },
    "run": {
        "cap_violations": 0,
        "warning_count": 32,
    },
    "logic_synthesis": {
        "synthDistinctLibCells": 3,
        "netlist_area_um2": 178.9,
        "ys_area_um2": 178.9,
        "yosys_warnings": 1,
        "synth_stat.cells": 21,
        "syn_avg_cell_area_um2": 8.520,
        "synth_top_cell_by_count": "inv_1",
        "synth_seq_share_pct": 0,
        "syn_inst": 21,
        "top_area_share_pct": 55.94,
        "top_cells_by_count": "inv_1 (11), buf_4 (5), fa_1 (5)",
        "yosys.area.top_type": "fa_1",
        "yosys-top-cells-area": "fa_1 (56%), inv_1 (23%), buf_4 (21%)",
    },
    "grt": {
        "grt_max_degree": 2,
        "overflow": 0,
        "grt_use_total_pct": 1.789,
        "grt_first_pass_wirelength_um": 883,
        "grt_pass1_vias": 184,
        "antenna_found_initial": 0,
    },
    "critical_path": {
        "path_max_fanout": 1,
        "critPathKind": "input port to output port",
        "worstSetupStartpointType": "input port",
        "cp.arrival_ns": 4.27,
        "required_ns": 5.12,
        "slowest_delay_ns": 0.45,
        "path_common_cell": "fa_1",
        "slowest_stage": "clkdlybuf4s50_1",
        "cp_cell_sequence": "clkdlybuf4s50_1 -> inv_1 -> fa_1 -> fa_1 -> fa_1 -> fa_1 -> inv_1 -> fa_1 -> clkdlybuf4s50_1",
        "cp-end-kind": "output port",
    },
    "layout": {
        "postLayoutCoreUtil_pct": 10.81,
        "area_delta_synth_final_pct": 106.3,
        "fill_cells": 400,
        "clock_buffers": 0,
        "ff_count": 0,
        "stdcell_count": 79,
        "ff_latch_area_um2": 0,
        "final_layout_size_suffix_gt1_share_pct": 0,
    },
    "power_and_ir_drop": {
        "p_leak_nw": 0.1616,
        "power_density_mw_per_mm2": 77.03,
        "irDropWorstVdd_uv": 24.55,
    },
    "run_status": {
        "outcome": "finished clean",
    },
    "min_path": {
        "min_path_type": "input port to output port",
    },
    "cts": {
        "post-cts-setup-buffers": 0,
        "ctsResizeCount": 0,
        "ctsHoldBuffers": 0,
    },
}
[layer usage]
metal | vias up | part of all wire (%) | track usage (%)
met4 | 0 | 0 | 0
met5 | - | 0 | 0
met2 | 16 | 30 | 2.247
met1 | 65 | 52 | 2.750
li1 | 71 | - | -
met3 | 0 | 18 | 0.9091
[logic make-up (layout without fill, tap and decap cells)]
| kind of cell | after synthesis | in the layout | share of synthesized area [%] |
|---|---|---|---|
| fa+ha+maj | 5 | 5 | 55.95 |
| buf+inv | 16 | 28 | 44.06 |
[layout by cell type, fill, tap and decap left out]
| master | instances |
|---|---|
| clkdlybuf4s50_1 | 17 |
| fa_1 | 5 |
| inv_1 | 11 |
[stage by stage]
| stage | instance area [um^2] | power (mW) | hold slack (ns) |
|---|---|---|---|
| floorplan | 178.9 | 0.01375 | 2.674 |
| global placement | 369.1 | 0.02872 | 3.600 |
| detailed placement | 369.1 | 0.02938 | 3.620 |
| CTS | 369.1 | 0.02957 | 3.620 |
| global route | 369.1 | 0.03291 | 3.662 |
| finish | 369.1 | 0.02843 | 3.603 |
[final timing paths]
| kind | startpoint | end | slack, ns | depth (start not counted) |
|---|---|---|---|---|
| worst max-delay path | in_a[0] | out_s[4] | 0.85 | 9 |
| worst min-delay path | in_c | out_s[0] | 3.60 | 5 |
[final cells by class]
cell class / instances / area (um^2) / share of cell area (%)
Multi-Input combinational cell: 5 / 100.1 / 27.12
Inverter: 11 / 41.29 / 11.19
Tap cell: 46 / 57.56 / 15.59
Timing Repair Buffer: 17 / 170.2 / 46.10
[critical path: cells and delay by family]
kind | cells | cell delay [ns]
fa+ha+maj | 5 | 2.00
buf+inv | 4 | 0.99
[power by group]
| part | leakage (nW) | switching, mW | internal, mW |
|---|---|---|---|
| Sequential | 0 | 0 | 0 |
| Combinational | 0.162 | 0.00836 | 0.0201 |
| Clock | 0 | 0 | 0 |
| Total | 0.162 | 0.00836 | 0.0201 |
Power figures rest on the tool's default switching activity, not on a simulated workload.

==> flow/design.v <==
module halfAdder(
    input in_a,
    input in_b,
    output out_s,
    output out_c
    );
    xor(out_s, in_a, in_b);
    and(out_c, in_a, in_b);
endmodule
module fullAdder(
    input in_a,
    input in_b,
    input in_c,
    output out_s,
    output out_c
    );
    wire tmp_s, tmp_c, tmp;
    halfAdder hA1(in_a, in_b, tmp_s, tmp_c);
    halfAdder hA2(tmp_s, in_c, out_s, tmp);
    or(out_c, tmp, tmp_c);
endmodule
module lab4_2(
    input [4:0] in_a,
    input [4:0] in_b,
    input in_c,
    output [4:0] out_s,
    output out_c
    );
    wire temp[3:0];
    fullAdder fA1(in_a[0],in_b[0],in_c,out_s[0],temp[0]);
    fullAdder fA2(in_a[1],in_b[1],temp[0],out_s[1],temp[1]);
    fullAdder fA3(in_a[2],in_b[2],temp[1],out_s[2],temp[2]);
    fullAdder fA4(in_a[3],in_b[3],temp[2],out_s[3],temp[3]);
    fullAdder fA5(in_a[4],in_b[4],temp[3],out_s[4],out_c);
endmodule
module lab4_4(
    input [4:0]in_a,
    input [2:0]in_b,
    output [7:0]out_m
    );
    wire tmp;
    wire [4:0]tmp_0;
    wire [4:0]tmp_1;
    wire [4:0]tmp_2;
    wire [4:0]tmp_3;
    wire [4:0]tmp_4;
    wire [4:0]tmp_5;
    assign tmp_0[4] = 0;
    assign tmp_0[3] = in_a[4] & in_b[0];
    assign tmp_0[2] = in_a[3] & in_b[0];
    assign tmp_0[1] = in_a[2] & in_b[0];
    assign tmp_0[0] = in_a[1] & in_b[0];
    assign tmp_1[4] = in_a[4] & in_b[1];
    assign tmp_1[3] = in_a[3] & in_b[1];
    assign tmp_1[2] = in_a[2] & in_b[1];
    assign tmp_1[1] = in_a[1] & in_b[1];
    assign tmp_1[0] = in_a[0] & in_b[1];
    lab4_2 RA_1(tmp_0, tmp_1, 0, tmp_2, tmp);
    assign tmp_3[4] = tmp;  
    assign tmp_3[3:0] = tmp_2[4:1];
    assign tmp_4[4] = in_a[4] & in_b[2];  
    assign tmp_4[3] = in_a[3] & in_b[2];
    assign tmp_4[2] = in_a[2] & in_b[2];
    assign tmp_4[1] = in_a[1] & in_b[2];
    assign tmp_4[0] = in_a[0] & in_b[2];
    lab4_2 RA_2(tmp_3, tmp_4, 0, tmp_5, out_m[7]);
    assign out_m[6] = tmp_5[4];
    assign out_m[5] = tmp_5[3];
    assign out_m[4] = tmp_5[2];
    assign out_m[3] = tmp_5[1];
    assign out_m[2] = tmp_5[0];
    assign out_m[1] = tmp_2[0]; 
    and(out_m[0], in_a[0], in_b[0]);    
endmodule
==> flow/run.sh <==
#!/bin/bash
# OpenROAD 26Q1-2900-gdf79404cd8, Yosys 0.63+post, stock flow scripts
make -C /OpenROAD-flow-scripts/flow DESIGN_CONFIG=/design/flow/config.mk WORK_HOME=/design/flow/orfs finish
==> flow/config.mk <==
export PLATFORM = sky130hd
export DESIGN_NAME = lab4_4
export DESIGN_NICKNAME = lab4_4
export VERILOG_FILES = /design/flow/design.v
export SDC_FILE = /design/flow/constraint.sdc
export NUM_CORES = 4
export LEC_CHECK = 1
export CORE_AREA = 10 10 70 70
export DIE_AREA = 0 0 80 80
==> flow/constraint.sdc <==
current_design lab4_4

set clk_period 6.1
set clk_io_pct 0.2

create_clock -name clk0 -period $clk_period

set non_clock_inputs [all_inputs -no_clocks]
set_input_delay [expr $clk_period * $clk_io_pct] -clock clk0 $non_clock_inputs
set_output_delay [expr $clk_period * $clk_io_pct] -clock clk0 [all_outputs]
==> flow_summary.ini <==
; implementation run metrics
[run_status]
outcome = finished clean

[setup_path]
cp.arrival_ns = 4.69
crit_family = adder cells
crit_type = in -> out
setup.worst_path.start_class = input pin
critPathMostFrequentCell = fa_1
crit_chain = dlygate4sd2_1, and2_1, ha_1, fa_1, ha_1, fa_2, fa_2, fa_1, inv_1, fa_1, inv_1, clkdlybuf4s50_1
cp.required_ns = 4.88
cp.depth = 12
crit_fanout = 5
cp_slowest_cell = clkdlybuf4s50_1
slowest_delay_ns = 0.46
cp_num_buf_inv = 4
end_kind = output port

[min_path]
worstHoldPathCells = 3
hp-class = in -> out

[routing]
diodes = 0
wl_per_cell_um = 8.415
vias_per_cell = 2.745
dr_total_vias = 258
drc = 0
first_pass_iters = 2
antenna_left = 0
routed_wl_um = 791
drt_iter0_markers = 10

[final_layout]
synthToLayoutAreaGrowth_pct = 51.82
nClkBuffers = 0
drive_above_1_share_pct = 6.250
n_sequential_cell = 0
most-common-layout-cells = and2_1, clkdlybuf4s50_1, inv_1
seq_area_sq_um = 0

[global_route]
grt_overflow = 0
grt_max_degree = 6
grt_use_total_pct = 2.516
grt_pass1_wl_mm = 1.304
antenna_found_initial = 0
grt_pass1_vias = 277

[power]
p_total_mw = 0.03954
ir_worst_vdd_v = 0.00002291
leakagePower_nw = 0.2490
powerDensity_mw_per_mm2 = 75.96

[synthesis]
yosys_area_sq_um = 342.8
synth.distinct_cells = 6
syn_inst = 39
ys_cells = 39
syn_area_sq_um = 342.8
syn_area_per_cell_sq_um = 8.790
yosys_warnings = 3
postSynthSeqShare_pct = 0

[sta]
timing.final.ws_setup_ns = 0.1904
tightest_slew_ns = 0.1623
period_used_pct = 96.88
slew_violations = 0
fmax_ghz = 0.1692
rsz0062_at_grt = no
whs_ns = 3.173
setup_viol = 0
hold_viol = 0
fin_crit_ns = 5.910
slew_headroom_pct = 89.15

[floorplanning]
rows = 21
initCoreUtil_pct = 10.04
io_pins = 16
core_sq_mm = 0.003416
die_w_um = 80
fp.dieH_um = 80
dieArea_sq_mm = 0.006400

[placed_design]
dp_hpwl_um = 748.9
place_ws_ns = -0.1154
gp_congestion = 0.8062
numPortBuffers = 16

[cts]
post_cts_buffers = 0

[flow_run]
warning_count = 32
maxCapViolations = 0
kinds of logic after synthesis:
logic type               share of synthesized area [%]
AND/OR/NAND/NOR                                  25.18
adder cells (fa/ha/maj)                          51.82
buffers and inverters                            22.99
metal layers:
| layer | share of wire, % | vias to the layer above | global-route usage (%) |
|---|---|---|---|
| met4 | 0 | 0 | 0 |
| li1 | - | 124 | - |
| met3 | 15 | 0 | 1.136 |
| met5 | 0 | - | 0 |
| met2 | 26 | 14 | 3.130 |
| met1 | 59 | 120 | 3.989 |
metrics by stage:
| step | cells | TNS (ns) | area, sq um | utilization (%) |
|---|---|---|---|---|
| finish | 94 | 0 | 520.5 | 15.24 |
| CTS | 94 | 0 | 510.5 | 14.95 |
| global route | 94 | 0 | 520.5 | 15.24 |
| floorplan | 39 | 0 | 342.8 | - |
| detailed placement | 94 | -0.1154 | 508.0 | 14.87 |
| global placement | 94 | -0.1032 | 508.0 | 14.87 |
what timing repair did:
item | in CTS | in global routing
hold buffers | 0 | 0
pin swaps | 3 | 0
endpoints found under the setup margin | 1 | 1
gates resized | 4 | 4
report_power, final:
| group | internal (mW) | leakage (nW) | total [mW] | switching, mW |
|---|---|---|---|---|
| combinational | 0.0266 | 0.249 | 0.0395 | 0.0130 |
| sequential | 0 | 0 | 0 | 0 |
| clock | 0 | 0 | 0 | 0 |
area by class of cell:
class	count	area, sq um
fillers	397	2895
inverters	7	26.28
multi-input cells	25	271.5
well taps	46	57.56
repair buffers	16	165.2
worst paths after layout:
check	startpoint	end	slack, ns
worst max-delay path	in_b[0]	out_m[6]	0.19
worst min-delay path	in_a[0]	out_m[0]	3.17
synth_stat cells:
master   instances  area [sq um]
nand2_1          3         11.26
and2_1          12         75.07
ha_1             3         37.54
buf_4            7         52.55
fa_1             7         140.1
inv_1            7         26.28
Power and IR drop assume default switching activity.

[run.sh]
#!/bin/bash
# OpenROAD 26Q1-2900-gdf79404cd8, Yosys 0.63+post, stock flow scripts
make -C /OpenROAD-flow-scripts/flow DESIGN_CONFIG=/design/flow/config.mk WORK_HOME=/design/flow/orfs finish
[config.mk]
export PLATFORM = sky130hd
export DESIGN_NAME = decade_counter_2digits
export DESIGN_NICKNAME = decade_counter_2digits
export VERILOG_FILES = /design/flow/design.v
export SDC_FILE = /design/flow/constraint.sdc
export NUM_CORES = 4
export LEC_CHECK = 1
export CORE_AREA = 10 10 70 70
export DIE_AREA = 0 0 80 80
export SYNTH_HDL_FRONTEND = slang
[constraint.sdc]
current_design decade_counter_2digits

set clk_period 1.6
set clk_io_pct 0.2

create_clock -name clk0 -period $clk_period [get_ports {clk}]

set non_clock_inputs [all_inputs -no_clocks]
set_input_delay [expr $clk_period * $clk_io_pct] -clock clk0 $non_clock_inputs
set_output_delay [expr $clk_period * $clk_io_pct] -clock clk0 [all_outputs]
[design.v]
`timescale 1ps / 1fs
module decade_counter(input reset_n, input clk, output [3:0] count);
    wire A, A_, B, B_, C, C_, D, D_;
    edge_trigger_JKFF JK_A(reset_n, B & C & D, D, clk, A, A_);
    edge_trigger_JKFF JK_B(reset_n, C & D, C & D, clk, B, B_);
    edge_trigger_JKFF JK_C(reset_n, A_ & D, D, clk, C, C_);
    edge_trigger_JKFF JK_D(reset_n, 1, 1, clk, D, D_);
    assign count[3] = A;
    assign count[2] = B;
    assign count[1] = C;
    assign count[0] = D;
endmodule
`timescale 1ps / 1fs
module decade_counter_2digits(input reset_n, input clk, output [7:0] count);
    wire [3:0] A, B;
    decade_counter COUNTER_A(reset_n, clk, A);
    decade_counter COUNTER__B(reset_n, A[3], B);
    assign count [7:4] = B;
    assign count [3:0] = A;
endmodule
`timescale 1ps / 1fs
module edge_trigger_JKFF(input reset_n, input j, input k, input clk, output reg q, output reg q_);  
    initial begin
      q = 0;
      q_ = ~q;
    end
    always @(negedge clk) begin
        q = reset_n & (j&~q | ~k&q);
        q_ = ~reset_n | ~q;
    end
endmodule
module edge_trigger_D_FF(input reset_n, input d, input clk, output q, output q_);   
    edge_trigger_JKFF D_FF(reset_n, d, ~d, clk, q, q_);
endmodule
==> summary.txt <==
On the backend side, the flow ran end to end.

The layout summary lists the proportion of cells stronger than drive strength 1 as 32.8%. The number of library cell types mapped by synthesis stands at 12. For the pin with the worst max-slew slack, the measured transition is 0.226 ns. The final worst setup slack stands at -0.233 ns.

The number of global-route vias before repair is 359. The floorplan has 21 rows. The routed wire length per instance stands at 7.76 um. The leakage power in the latest report is 0.255 nW. On the critical path the data arrives at 1.51 ns. Detailed routing placed a total of 74 um of wire on met3.

The internal portion of the total power is 0.257 mW. Per the synthesis report, the dominant area consumer among library cells is dfxtp_1. The flow reported a cell area power density of 613 nW/um^2. Setup repair after global routing could not meet its margin everywhere. Ranked by total cell area, the synthesized netlist is headed by dfxtp_1 48%, buf_4 14%, nand3b_1 7.2%, a21bo_2 4.8%, a21oi_1 4.8%.

The maximum number of pins on one net before global-route repair stands at 9. The routed design has 807 um of wire. The met2 layer wire length in the routed design stands at 318 um. The DRC violation count after routing stands at 0. Per the cell usage report, the commonest logic cells after layout are 8 x inv_1, 6 x dfxtp_1, 6 x buf_4. Combinational logic burns 9.5% of the power. The worst-case hold slack stands at 0.459 ns.

In the placement report, post-DP HPWL is listed as 641 um. The checks that failed: negative setup slack. For this block, the via count after detailed routing is 318. Per the GRT congestion report, total overflow comes to 0.

The number of register bits inferred by synthesis stands at 10. After synthesis, the largest area contributor takes up 47.8% of total cell area. Walking the worst path, the cells encountered are buf_2. Together, buffers and inverters on the worst path number 1. The sequential cells in the finished layout cover a total of 205 sq um.

The worst setup path is launched from a flip-flop. In the synthesis report, Yosys lists the chip area as 419 sq um. The maximum clock path buffer count stands at 2. The share of total power consumed by net switching stands at 27.1%. The number of violations of the max-capacitance limit stands at 0. The number of antenna violations at the first check in global routing stands at 0.

The number of register pins that no clock reaches stands at 5. The design area stands at 577 sq um. The number of failing hold endpoints at the final stage stands at 0. The post-placement cell area is 546 sq um. Per the finish-stage timing summary, setup violations number 4. The clock skew stands at 0.00938 ns. Sequential cells were found to cover 47.8% of the synthesized design area. Power comes to 0.353 mW. The critical path maximum fanout is 2. The logic area stands at 148 sq um. The sequential group share of total power stands at 38.3%. The CTS report gives the tree buffer count as 3.

The warning total across the stage logs stands at 32. The first-pass GRT wire length stands at 1430 um. The slowest stage of the critical path is the dfxtp_2 cell. The required time at the worst-slack endpoint stands at 1.28 ns. The placeable core area stands at 3420 sq um. Per the gpl log, the routability congestion estimate is 0.681. In this run the number of H-tree levels came out at 1. By startpoint and endpoint, the worst setup path is classified as flip-flop to output port. In this run the worst hold path is classified as flip-flop to flip-flop.

The cts-stage hold buffer count stands at 0. The net switching power stands at 0.0958 mW. For this block, wires on met1 add up to 405 um.

The clock reaches the later pin of the worst-skew pair after 0.30 ns. The root buffer cell chosen for the clock tree is clkbuf_4. The highest supply drop recorded on VDD is 0.183 mV. After synthesis, the design contains 43 cells according to Yosys. The pre-placement core utilization stands at 12.3%. Once detail routing completed, the nets flagged for antenna violations numbered 0.

The mean instance size in the synthesized netlist stands at 9.75 sq um. Per STA, the worst path accumulates the most delay in the family flip-flops. Setup slack on the worst path after placement came out at -0.359 ns.

TritonCTS built the clock tree. The number of input and output port buffers inserted stands at 9. STA classifies the critical path endpoint as an output port.

After the first detailed-routing iteration, the DRC count stood at 20. The iteration count recorded for the first detailed-route pass is 2. The global-route usage over all layers stands at 2.67%.

Headroom to the max-slew limit came out at 84.9%. The final max-slew violation count stands at 0. The clock-pin transition on the worst setup and hold timing paths stands at 0.04 ns.

9 endpoints have no timing constraint. The run finished, with violations left. The post-detailed-route via-to-cell ratio stands at 3.06. The clock power share stands at 52.2%. The library cell used most frequently in the layout, excluding fill and tap cells, is inv_1. The floorplan die width stands at 80 um.

The area growth from synthesis to layout stands at 37.6%. The detailed router used layers up to and including met4. The overall die size recorded for this design is 6400 sq um. Per the OpenROAD floorplan log, the height of the die is 80 um.

The netlist area before placement stands at 419 sq um. The delay of the slowest critical-path stage stands at 0.31 ns. During synthesis, Yosys emitted a total of 0 warnings. In the routed netlist, the antenna diode instances number 0.

Synthesis produced a netlist whose cell count is 43. The top-level I/O count stands at 10. Fill cells in the final layout number 396.
## cell families after synthesis
kind of cell / after synthesis / share of synthesized area [%]
buf+inv: 11 / 17.0
simple gates: 12 / 19.7
compound gates: 10 / 15.5
flops: 10 / 47.8
## per-stage QoR
stage	TNS (ns)	cells	utilization, %
after floorplan	0	43	-
after detailed placement	-2.82	95	16.0
final	-0.900	104	16.9
after global routing	-1.08	104	16.9
after global placement	-2.73	95	16.0
after CTS	-0.970	104	16.9
## per-layer routing
layer,vias to the layer above,global-route usage (%)
met4,0,1.23
met1,141,3.36
met2,7,3.61
met5,-,0
li1,168,-
met3,2,1.48
## worst register-to-register path, delay by kind of cell (launching register included)
family,cells,cell delay [ns]
AND-OR/OR-AND,1,0.18
buffers and inverters,1,0.14
flip-flops,1,0.30
AND/OR/NAND/NOR,1,0.21
## final timing paths
kind / from / to / slack [ns] / depth (start not counted)
min: COUNTER_A.JK_A.q_ / COUNTER_A.JK_C.q / 0.46 / 2
max: COUNTER_A.JK_A.q / count[3] / -0.23 / 1
max reg2reg: COUNTER_A.JK_D.q / COUNTER_A.JK_A.q / 0.65 / 3
min reg2reg: COUNTER_A.JK_A.q_ / COUNTER_A.JK_C.q / 0.46 / 2
## final cells by class
class                           count  share of cell area [%]
Sequential cell                    10                    35.6
Multi-Input combinational cell     22                    25.6
Timing Repair Buffer               15                    19.7
Tap cell                           46                    9.98
Clock buffer                        3                    3.90
Clock inverter                      6                    3.90
Inverter                            2                    1.30
## cell usage after synthesis
master and count:
a21bo_2 2, a21oi_1 4, and4b_1 2, buf_4 8, dfxtp_1 10, inv_1 3
nand2b_1 2, nand3b_1 4, nor2_1 2, nor2b_1 2, o21a_1 2, o21ai_1 2
## power groups by stage
| stage | registers, mW | clock network [mW] | logic, mW |
|---|---|---|---|
| after global routing | 0.136 | 0.219 | 0.0382 |
| final | 0.135 | 0.185 | 0.0335 |
| after CTS | 0.136 | 0.195 | 0.0342 |
## timing repair
item | 4_1_cts | 5_1_grt
endpoints found under the setup margin | 7 | 4
resized | 16 | 0
endpoints found under the hold margin | 0 | 0
gates cloned | 0 | 0
buffers inserted | 1 | 0
Power is estimated from default activity; no workload was simulated.
